<file path="/design/flow/config.mk">
export PLATFORM = sky130hd
export DESIGN_NAME = regfile
export DESIGN_NICKNAME = regfile
export VERILOG_FILES = /design/flow/design.v
export SDC_FILE = /design/flow/constraint.sdc
export NUM_CORES = 4
export LEC_CHECK = 1
export CORE_UTILIZATION = 30
</file>
<file path="/design/flow/constraint.sdc">
current_design regfile

set clk_period 2.6
set clk_io_pct 0.2

create_clock -name clk0 -period $clk_period [get_ports {clock}]

set non_clock_inputs [all_inputs -no_clocks]
set_input_delay [expr $clk_period * $clk_io_pct] -clock clk0 $non_clock_inputs
set_output_delay [expr $clk_period * $clk_io_pct] -clock clk0 [all_outputs]
</file>
<file path="/design/flow/design.v">
module regfile
#(parameter dtype = 16,
            nregs = 8,
            addr_len = $clog2(nregs))
(input clock,
 input we,
 input reset,
 input [addr_len-1:0] rX_address,  
 output [dtype-1:0] rX,
 input [addr_len-1:0] rY_address, 
 output [dtype-1:0] rY,
 input [addr_len-1:0] rZ_address, 
 input [dtype-1:0] rZ);
logic [dtype-1:0] registers [nregs-1:0];
always_ff @(posedge clock)
        if (we) registers[rZ_address] <= |rZ_address ? rZ : 0;
assign rX = registers[rX_address];
assign rY = registers[rY_address];
endmodule
</file>
<file path="/design/flow/run.sh">
#!/bin/bash
# OpenROAD 26Q1-2900-gdf79404cd8, Yosys 0.63+post, stock flow scripts
make -C /OpenROAD-flow-scripts/flow DESIGN_CONFIG=/design/flow/config.mk WORK_HOME=/design/flow/orfs finish
</file>
==> flow_summary.ini <==
; generated from flow reports
[setup_path]
path_cells = buf_12, buf_12, mux4_1, mux2_2, clkdlybuf4s50_1
crit_required_ns = 2.08
slowest_stage = mux4_1
cpMostUsedCell = buf_12
crit_family = multiplexers
path_class = in -> out
worstPathMaxFanout = 7
start_kind = input port
cpPeakStageDelay_ns = 0.55
crit_buf_inv = 3
arrival_ns = 2.03
end_kind = output pin

[logic_synthesis]
syn_avg_cell_area_um2 = 22.6
synth_stat.cells = 273
yosys_warnings = 1
ys.flops = 128
ys_top_logic_family = multiplexers
largest_area_cell = edfxtp_1
fa_ha_area_share_pct = 0
synthArstFlopShare_pct = 0
syn_area_um2 = 6160
netlist_instances = 273
edf_count = 128
ff_type = edfxtp_1
ys_area_um2 = 6160
synthTopCellsByArea = edfxtp_1 62%, mux4_1 24%, mux2_2 5.9%
synthXorXnorAreaFrac_pct = 0
ys_sh_mux_pct = 32.7
synth.distinct_cells = 14
top_area_share_pct = 62.4
synthAoiAreaFrac_pct = 0
post_synth_and_or_nand_nor_area_fraction_pct = 2.74
synth_seq_share_pct = 62.4

[outcome]
status = completed

[clock_tree]
numCtsBuffers = 17
cts.sinks = 128
clk_pin_slew_ns = 0.05
h-tree-depth = 4
cts.path.max_buffers = 2
tritoncts = done
cts_setup_buffers = 0
clockRootBuffer = clkbuf_16

[placement]
dp_hpwl_mm = 7.69
place_ws_ns = -0.261
place.gp.congestion = 0.733
post_dp_cell_area_um2 = 7230
port_buffers = 58

[floorplanning]
fp_util_pct = 30.5
num_rows = 52
chip_area_um2 = 21100
die-width_um = 145
pin_count = 60
die.size.y_um = 145
core_area_um2 = 20200

[finish]
final_area_um2 = 7920
final_layout_top_logic_cell = edfxtp_1
area_growth_pct = 28.6
layout_top_cells = 128 x edfxtp_1, 53 x clkdlybuf4s50_1, 33 x mux4_2
largestRegisters = registers (128)
drive_above_1_share_pct = 34.4
top_register = registers
largest_reg_flops = 128

[global_routing]
grt_max_degree = 17
grt_pass1_vias = 3484
gr-total-overflow = 0
antenna_found_initial = 0
grt_pass1_wl_mm = 20.1
grt_use_total_pct = 14.1

[final_timing]
worst_slew_pin_slew_ns = 0.514
rsz0062_at_grt = no
setup_tns_ns = 0
finalSetupViolCount = 0
hold_violations = 0
report.final.slew_viol_count = 0
fmax_mhz = 391
slew_headroom_pct = 65.6
min_period_over_period_pct = 98.3
fin_crit_ns = 2.55
timing.final.ws_setup_ns = 0.0453

[route]
drc = 0
vias_per_cell = 5.02
wl_per_cell_um = 21.5
drtAntennaViolNets = 0
antennaDiodeCount = 0
via_count = 3220
routed_wl_mm = 13.8
first_iter_violations = 184
firstDrtPassIters = 4

[min_path]
whs_path_depth = 2
hold_class = in -> reg
hold_end = registers[1][9]
min-delay-start = rZ[9]

[flow_run]
warnings = 26
drv_cap = 0

[power]
power_leakage_uw = 0.00261
vdd_drop_max_mv = 0.442
p_per_area_nw_per_um2 = 634
[logic make-up (layout without fill, tap and decap cells)]
group / after synthesis / after routing
flops: 128 / 128
mux: 96 / 96
simple gates: 30 / 30
buf+inv: 19 / 118
[synth_stat cells (3+ instances only)]
cell,number
mux2_2,32
nor2_1,6
and2b_1,4
nor2b_1,12
nand2b_1,3
mux4_2,8
mux4_1,56
nor3_1,3
clkbuf_1,5
edfxtp_1,128
buf_6,8
buf_1,4
[worst max-delay path by stage]
stage,startpoint,slack (ns),end,cells past startpoint
4_1_cts,rX_address[0],0.0006,rX[4],5
5_1_grt,rY_address[0],0.0003,rY[14],5
6_report,rY_address[0],0.05,rY[3],5
[power by group]
group | switching, uW | internal, uW | leakage (uW)
Sequential | 24.8 | 2360 | 0.00113
Clock | 776 | 1280 | 0.000254
Combinational | 218 | 364 | 0.00123
[metrics by stage]
stage	total power [uW]	cells	util [%]	hold WS (ns)
after global placement	2940	603	35.8	1.29
after global routing	5200	642	39.3	0.905
after CTS	5050	639	39.2	0.876
after floorplan	2680	273	-	0.839
after detailed placement	2950	603	35.8	1.31
final	5020	642	39.3	0.894
[layout make-up]
| type | instances | area, um^2 |
|---|---|---|
| Clock inverter | 14 | 101 |
| Fill cell | 1815 | 12300 |
| Multi-Input combinational cell | 126 | 2120 |
| Sequential cell | 128 | 3840 |
| Timing Repair Buffer | 87 | 1090 |
| Tap cell | 270 | 338 |
| Clock buffer | 17 | 425 |
[per-layer routing]
metal	vias to the layer above	routed length [um]	global-route usage (%)
met5	-	33	0
met4	2	179	1.89
met3	15	2350	12.0
met2	244	6760	21.7
met1	1570	4510	15.4
li1	1389	-	-
[repair_timing]
| item | CTS | global route |
|---|---|---|
| endpoints found under the setup margin | 32 | 22 |
| resized | 25 | 29 |
| hold buffers | 0 | 0 |
| gates cloned | 5 | 3 |
Power is estimated from default activity; no workload was simulated.
